==> ./design.v <==
module WB (
  input [2:0] WBA_MA,            
  input [15:0] ALU_result,       
  input [15:0] data,             
  input [15:0] INS_MA,           
  output write_flag,             
  output [2:0] write_addr,       
  output [15:0] write_back_data  
);
  assign write_back_data = INS_MA[15:12] == 4'b0111 ? data : ALU_result;
  assign write_flag = (INS_MA[15:12] == 4'b1000 || INS_MA[15:12] == 4'b1001 ||
                       INS_MA[15:12] == 4'b1010 || INS_MA[15:12] == 4'b1011 ||
                       INS_MA[15:12] == 4'b1100 || INS_MA[15:12] == 4'b1111) ? 1'b0 : 1'b1;
  assign write_addr = WBA_MA;
endmodule  
==> ./run.sh <==
#!/bin/bash
# OpenROAD 26Q1-2900-gdf79404cd8, Yosys 0.63+post, stock flow scripts
make -C /OpenROAD-flow-scripts/flow DESIGN_CONFIG=/design/flow/config.mk WORK_HOME=/design/flow/orfs finish
==> ./config.mk <==
export PLATFORM = sky130hd
export DESIGN_NAME = WB
export DESIGN_NICKNAME = WB
export VERILOG_FILES = /design/flow/design.v
export SDC_FILE = /design/flow/constraint.sdc
export NUM_CORES = 4
export LEC_CHECK = 1
export CORE_AREA = 10 10 70 70
export DIE_AREA = 0 0 80 80
==> ./constraint.sdc <==
current_design WB

set clk_period 2.2
set clk_io_pct 0.2

create_clock -name clk0 -period $clk_period

set non_clock_inputs [all_inputs -no_clocks]
set_input_delay [expr $clk_period * $clk_io_pct] -clock clk0 $non_clock_inputs
set_output_delay [expr $clk_period * $clk_io_pct] -clock clk0 [all_outputs]
==> results.tsv <==
metric	value	unit
WL/cell	13.9	microns
DR iter-0 viols	1	
synthesis-to-layout area growth	230	%
startpoint types	input pin	
Max Cap Violations	0	
WL final	1.82	mm
Top cell by count, worst path	buf_12	
worst path buffer plus inverter count	5	
Syn. warnings	0	
DR vias/cell	3.50	
Post-DP HPWL	1.59	mm
Worst Setup Path Type	input pin to output port	
Top cells excl fill/tap	33 x clkdlybuf4s50_1, 13 x dlygate4sd2_1, 10 x mux2_4	
Hold Vio Cnt, Final	0	
Boundary Pins	71	
Syn Inst Count	24	
Cell Type Count	8	
hold crit path type	input pin to output port	
Die Ht	80	microns
kind of cell adding the most delay to the critical path	buffers and inverters	
Critical Path Sink Type	output port	
Synth Area per Inst	12.2	sq um
clk_buf instances	0	
cell area power density	142	mW/mm^2
fp_density	0.0857	
initial antenna violation count	0	
share of cells above drive strength 1	0.376	
Worst VDD drop	0.0000489	V
CP Data Required Time	1760	ps
yosys cell count	24	
Max Freq	0.468	GHz
Commonest Layout Cell	clkdlybuf4s50_1	
post-layout util	0.283	
Cell Area, Synth	293	sq um
Worst-Margin Slew	161	ps
First-pass DRT Iterations	2	
sequential cell area	0	sq um
num rows	21	
GRT Overall Usage	0.0533	
Final Slew Violations	0	
n_diodes	0	
Fill cells	360	
number of global-route vias before repair	527	
DRC Markers	0	
crit path time final	2140	ps
grt ovf	0	
Post-Layout Inst Area	966	sq um
die area	0.00640	sq mm
Post-DP Area	882	sq um
Cell Chain, Critical Path	clkdlybuf4s15_1, nand4b_4, buf_12, buf_6, buf_12, mux2_4, dlygate4sd2_1	
Worst path slowest cell	mux2_4	
register share after synthesis	0	
first-pass GRT wire length	2.74	mm
Antenna Nets Post-Route	0	
die width	80	microns
YS chip area	293	sq um
worst rel slew slack	0.892	
GPL Wtd Cong	0.882	
Port Buf Inserts	53	
CP Max Fanout	5	
Setup Total Neg Slack	0	ps
status	finished, final reports clean	
Leak Pwr	0.453	nW
crit share post-route	0.971	
Worst Path Arrival	1700	ps
Vias	458	
Core Area	0.00342	sq mm
Log Warnings	44	
max incr delay on CP	280	ps
largest net degree at the start of global routing	6	
flip-flops	0	
Final setup viols	0	
Final Hold Slack	880	ps
==> cells in the mapped netlist (all sizes together) <==
cell | instances | share of area
xnor2 | 1 | 0.030
mux2 | 16 | 0.74
nand4b | 1 | 0.081
inv | 1 | 0.013
o21ai | 1 | 0.017
buf | 4 | 0.12
==> power by group <==
part           switching (W)  total (W)  leakage (nW)  internal [W]
Combinational      0.0000271   0.000138         0.453      0.000110
Clock                      0          0             0             0
Sequential                 0          0             0             0
==> cell families after synthesis <==
| group | Yosys count | synth area share |
|---|---|---|
| xor+xnor | 1 | 0.0299 |
| buf+inv | 5 | 0.128 |
| mux | 16 | 0.744 |
| simple gates | 1 | 0.0812 |
| compound gates | 1 | 0.0171 |
==> metrics by stage <==
step / power [W] / instances / setup slack (ps)
floorplan: 0.0000332 / 24 / 653
global placement: 0.000143 / 122 / -275
detailed placement: 0.000143 / 122 / -279
CTS: 0.000140 / 130 / 6.76
global route: 0.000149 / 131 / -6.17
finish: 0.000138 / 131 / 64.3
==> path summary, 6_finish.rpt <==
check                  start                   to  slack (ps)  depth (start not counted)
hold / removal     WBA_MA[0]        write_addr[0]         880                          0
setup / recovery  INS_MA[14]  write_back_data[13]          60                          7
==> cell type report <==
| class | count | area, sq um | share of cell area |
|---|---|---|---|
| Timing Repair Buffer | 65 | 649 | 0.672 |
| Multi-Input combinational cell | 19 | 255 | 0.264 |
| Tap cell | 46 | 57.6 | 0.0596 |
| Inverter | 1 | 3.75 | 0.00389 |
==> routing by layer <==
metal  GRT usage  vias up  wire length, microns
met5           0        -                     0
met4           0        0                     0
met3      0.0364        0                   398
met2      0.0867       54                   685
met1      0.0600      194                   738
li1            -      210                     -
==> timing repair <==
action | in CTS | in global routing
hold buffers | 0 | 0
setup endpoints to repair | 17 | 8
endpoints found under the hold margin | 0 | 0
gates resized | 29 | 6
setup buffers | 7 | 1
cloned | 1 | 0
Power is estimated from default activity; no workload was simulated.
