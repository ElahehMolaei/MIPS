<file path="./run.sh">
#!/bin/bash
# OpenROAD 26Q1-2900-gdf79404cd8, Yosys 0.63+post, stock flow scripts
make -C /OpenROAD-flow-scripts/flow DESIGN_CONFIG=/design/flow/config.mk WORK_HOME=/design/flow/orfs finish
</file>
<file path="./config.mk">
export PLATFORM = sky130hd
export DESIGN_NAME = EX
export DESIGN_NICKNAME = EX
export VERILOG_FILES = /design/flow/design.v
export SDC_FILE = /design/flow/constraint.sdc
export NUM_CORES = 4
export LEC_CHECK = 1
export CORE_UTILIZATION = 50
</file>
<file path="./constraint.sdc">
current_design EX

set clk_period 14.2
set clk_io_pct 0.2

create_clock -name clk0 -period $clk_period

set non_clock_inputs [all_inputs -no_clocks]
set_input_delay [expr $clk_period * $clk_io_pct] -clock clk0 $non_clock_inputs
set_output_delay [expr $clk_period * $clk_io_pct] -clock clk0 [all_outputs]
</file>
<file path="./design.v">
module ALU (
  input [3:0] func,
  input [15:0] first_operand,
  input [15:0] second_operand,
  output reg do_branch,
  output reg [15:0] result
);
  always @(*) begin
    do_branch = 1'b0;
    case (func)
      4'b0000: result = first_operand + second_operand;  
      4'b0001: result = first_operand - second_operand;  
      4'b0010: result = first_operand & second_operand;  
      4'b0011: result = first_operand | second_operand;  
      4'b0100: result = first_operand ^ second_operand;  
      4'b0101: result = ~(first_operand | second_operand);  
      4'b0110: begin
        if (first_operand < second_operand) result = 16'b1;
        else result = 16'b0;
      end
      4'b0111: do_branch = first_operand == second_operand;  
      4'b1000: do_branch = first_operand != second_operand;  
      4'b1001: begin  
        if (first_operand[15] == 1'b1 && second_operand[15] == 1'b0) do_branch = 1'b1;
        else if (first_operand[15] == 1'b0 && second_operand[15] == 1'b1) do_branch = 1'b0;
        else do_branch = first_operand < second_operand;
      end
      4'b1010: begin  
        if (first_operand[15] == 1'b1 && second_operand[15] == 1'b0) do_branch = 1'b0;
        else if (first_operand[15] == 1'b0 && second_operand[15] == 1'b1) do_branch = 1'b1;
        else do_branch = first_operand > second_operand;
      end
      default: result = 16'bZ;
    endcase
  end
endmodule  
module ALU_controller (
  input [2:0] func,
  input [3:0] opcode,
  output reg [3:0] ALU_op
);
  always @(*) begin
    if (opcode == 4'b0000) begin
      case (func)
        3'b000: ALU_op = 4'b0000;  
        3'b001: ALU_op = 4'b0001;  
        3'b010: ALU_op = 4'b0010;  
        3'b011: ALU_op = 4'b0011;  
        3'b100: ALU_op = 4'b0100;  
        3'b101: ALU_op = 4'b0101;  
        3'b110: ALU_op = 4'b0110;  
        default: ALU_op = 4'bZZZZ;
      endcase
    end else begin
      case (opcode)
        4'b0001: ALU_op = 4'b0000;  
        4'b0010: ALU_op = 4'b0010;  
        4'b0011: ALU_op = 4'b0011;  
        4'b0100: ALU_op = 4'b0001;  
        4'b0111: ALU_op = 4'b0000;  
        4'b1000: ALU_op = 4'b0000;  
        4'b1001: ALU_op = 4'b0111;  
        4'b1010: ALU_op = 4'b1000;  
        4'b1011: ALU_op = 4'b1001;  
        4'b1100: ALU_op = 4'b1010;  
        default: ALU_op = 4'bZZZZ;
      endcase
    end
  end
endmodule  
module EX (
  input [15:0] imm,
  input [15:0] op_1,
  input [15:0] op_2,
  input [15:0] NPC_ID,
  input [15:0] INS_ID,
  output do_branch,
  output [2:0] WBA_EX,
  output [15:0] INS_EX,
  output [15:0] result,
  output [15:0] write_data,
  output [15:0] branch_addr
);
  wire [3:0] alu_func;
  wire [15:0] first_operand = op_1;
  wire [15:0] second_operand = (INS_ID[15:12] == 4'b0000 ||
                                INS_ID[15:12] == 4'b1001 ||
                                INS_ID[15:12] == 4'b1010 ||
                                INS_ID[15:12] == 4'b1011 ||
                                INS_ID[15:12] == 4'b1100) ? op_2 : imm;
  ALU_controller alu_controller (
    .func (INS_ID[2:0]),
    .opcode (INS_ID[15:12]),
    .ALU_op (alu_func)
  );
  ALU alu_ (
    .func (alu_func),
    .first_operand (first_operand),
    .second_operand (second_operand),
    .do_branch (do_branch),
    .result (result)
  );
  assign branch_addr = NPC_ID + {imm[14:0], 1'b0};
  assign WBA_EX = INS_ID[15:12] == 4'b0000 ? INS_ID[5:3] : INS_ID[8:6];
  assign INS_EX = INS_ID;
  assign write_data = op_2;
endmodule  
</file>
==> results.txt <==
On the backend side, the flow ran end to end.

The flow ran to the end, and the final reports show no timing, DRC or antenna violations. The routed layout has 4104 vias. Yosys reported a register bit count of 16. The worst setup path is captured at an output pin.

The filler cell count stands at 658. The worst hold path belongs to the class input pin to output pin. Per the detailed-route log, wirelength across all metal layers totals 11.4 mm. For this design, Yosys synthesis ends with a cell count of 531. The worst setup slack after placement stands at 3280 ps. The slowest stage of the critical path belongs to the cell nor4_2. The gate-level netlist out of Yosys references 70 unique cell types. The count of final max-slew check failures stands at 0. Per the OpenROAD floorplan log, the height of the die is approximately 91 um. The number of antenna violations at the first check in global routing stands at 0. The period utilization stands at 0.768.

The maximum VDD drop stands at 0.0225 mV. After clock tree synthesis, the setup repair step added 0 buffers. The count of endpoints without a timing constraint stands at 32. For this run, the top clock speed supported by timing is approximately 90 MHz.

The proportion of synthesized flip-flops having asynchronous set or reset stands at 0. Per STA, the worst path accumulates the most delay in the family simple AND/OR/NAND/NOR gates. The total buffers and inverters traversed by the critical path stands at 3. Across every metal layer, demand over resource in global routing totals 0.278.

In the final layout, the share of cells above drive strength 1 is 0.0698. The finished layout reports a core utilization of 0.667. The post-synthesis to final-layout area growth stands at 28.8%.

The final routed DRC violation total stands at 0. Setup repair after global routing left no endpoint under its margin. In this run the critical path is formed by clkdlybuf4s50_1 > nor4_2 > a21o_1 > mux2_2 > inv_1 > ha_1 > or4_1 > nor3_2 > nand2_1 > or4_4 > mux2_4 > o211ai_2 > o2bb2ai_2 > clkdlybuf4s50_1. Hold is met by 5680 ps. Entering global routing, the biggest net connects 21 pins. Dividing the detail-routed via count by the number of cells gives 5.72. Per STA, the endpoint of the critical path is do_branch. The design draws 0.233 mW. The worst setup path is of the input pin to output pin kind. Setup slack closes at 3300 ps.

Averaged over all synthesized cells, the footprint is ~7.5 um^2. The total of cells resized after clock tree synthesis stands at 0. The first detailed-routing pass ran for 4 iterations. The placeable core region stands at about 7700 um^2. The routed design could run at a clock period as short as 10900 ps. As logged by OpenROAD, the buffers inserted on ports number about 140. Counting buffers and inverters, the worst setup path is 14 cells deep.

The tally of OpenROAD warnings stands at 66. The area reported by Yosys stat stands at 4000 um^2. The critical-path maximum fanout stands at 17. The worst setup path is launched from an input pin.

The total antenna diodes in the routed design stands at 0. Per STA, the startpoint of the critical path is INS_ID[14]. For reference, the placement row count at floorplan is 32. The flip-flop count of the largest register, all copies and words added stands at 16. After clock tree synthesis, the flow added hold-fix buffers numbering 0. The area of the die stands at 8360 um^2. Once detailed placement completed, the half-perimeter wirelength came to around 8.9 mm.

The number of flops mapped to enable cells by yosys stands at 0. Detailed-route iteration 0 reported a violation count of slightly below 200. Setup violations remaining at the end of the flow were counted as 0.

The worst path required time stands at ~11000 ps. The timing report gives the biggest stage delay along the critical path as 730 ps. Per the summary, power density relative to cell area is 45.2 nW/um^2.

The headroom to the max-slew limit stands at 0.391. Synthesis produced a netlist whose cell count is 531. The synthesis warning total stands at 5.

The cell area after technology mapping stands at 4000 um^2. The via count of the first global-routing pass stands at 3855. The global route stage reports its total congestion overflow as 0. The final antenna-violating net count stands at 0. The floorplan utilization stands at 0.518. The global-route wire length before repair stands at roughly 19 mm. The reported leakage power stands at 2.29 nW.

For reference, the final report shows the hold violation count at 0. In this run the horizontal extent of the chip is between 90 and 100 um. The arrival time at the worst endpoint stands at 8060 ps. The placement summary gives the final routability congestion estimate as 0.914. The max-cap check violation count stands at 0. 148 I/O pins were placed.

The timer found 16 register pins that no clock reaches; their paths are not timed. For the pin with the worst max-slew slack, the measured transition is about 910 ps. By instance count, the cell type seen most on the critical path is clkdlybuf4s50_1. Looking at the cell usage after synthesis, the top flip-flop cell is dlxtn_1. Summed over all failing endpoints, the final setup total negative slack is 0 ps. Per the detail_route report, routed wire per instance is around 16 um.
synthesized netlist by cell type (7+ instances only):
library cell  instances  area [um^2]
ha_1                 63          788
inv_1                52          195
nor2_1               36          135
buf_4                34          255
o21ai_0              33          165
a21oi_1              32          160
nand2_1              19         71.3
mux2_2               18          203
dlxtn_1              16          240
a21o_1               13         97.6
clkbuf_1             12         45.0
xnor2_1              12          105
a22oi_1              11         82.6
nor3_1               10         50.1
o31ai_1              10         75.1
a211o_1               8         70.1
a211oi_1              8         60.1
nand3_1               8         40.0
mux2i_1               7         70.1
nand2b_1              7         43.8
o211ai_1              7         52.6
o221ai_1              7         61.3
worst min-delay path by stage:
stage,startpoint,cells past startpoint,end,slack [ps]
global route,INS_ID[10],0,INS_EX[10],5680
finish,INS_ID[10],0,INS_EX[10],5680
CTS,INS_ID[11],0,INS_EX[11],5680
layout by cell type (no fill, tap or decap), drive strengths merged, types with 4 or more instances in the layout:
master	Yosys	layout
nor4	5	5
inv	52	52
o31ai	10	10
or3	4	4
a221oi	6	6
mux2i	7	7
o21a	6	6
o221ai	7	7
clkdlybuf4s50	0	140
nor3	11	11
o21bai	4	4
a21oi	32	32
nor2	36	36
nand2b	7	7
xnor2	12	12
a22oi	11	11
xor2	6	6
o21ai	34	34
o211ai	8	8
a211o	8	8
a21o	14	14
o22ai	4	4
buf	44	5
mux2	19	19
dlxtn	16	16
a31oi	4	4
nand3	8	8
a211oi	8	8
a31o	4	4
nand2	19	19
ha	63	63
or4	4	4
kinds of logic (layout without fill, tap and decap cells):
logic type      Yosys count  after routing  synth area share
fa+ha+maj                66             66             0.212
buf+inv                 112            197             0.153
compound gates          183            183             0.322
mux                      26             26            0.0719
simple gates            110            110             0.141
latches                  16             16            0.0601
xor+xnor                 18             18            0.0394
power breakdown:
| group | internal, mW | switching, mW |
|---|---|---|
| Combinational | 0.117 | 0.105 |
| Clock | 0 | 0 |
| Sequential | 0.00941 | 0.00112 |
final cells by class:
type	instances	area [um^2]	area share
well taps	102	128	0.0248
multi-input cells	403	3150	0.611
repair buffers	145	1440	0.279
inverters	52	195	0.0379
flip-flops and latches	16	240	0.0466
stage by stage:
stage,area [um^2],cells
6_report,5150,718
5_1_grt,5150,718
4_1_cts,5150,718
3_5_place_dp,5150,718
3_3_place_gp,5150,718
2_1_floorplan,4000,531
metal layers:
| metal | vias up | GRT usage | part of all wire |
|---|---|---|---|
| li1 | 2095 | - | - |
| met1 | 1858 | 0.383 | 0.46 |
| met2 | 133 | 0.457 | 0.46 |
| met3 | 18 | 0.0323 | 0.048 |
| met4 | 0 | 0.0780 | 0.030 |
| met5 | - | 0.0192 | 0 |
Power figures rest on the tool's default switching activity, not on a simulated workload.
